==> flow/design.v <==
module BCD_DISPLAY (bcd, display);
    input [3:0] bcd;
    output [0:6] display;
    reg [0:6] display;
    always @ (bcd)
    case (bcd)
        4'h0: display = 7'b0000001;
        4'h1: display = 7'b1001111;
        4'h2: display = 7'b0010010;
        4'h3: display = 7'b0000110;
        4'h4: display = 7'b1001100;
        4'h5: display = 7'b0100100;
        4'h6: display = 7'b1100000;
        4'h7: display = 7'b0001111;
        4'h8: display = 7'b0000000;
        4'h9: display = 7'b0001100;
        default: display = 7'b1111111;
    endcase
endmodule
==> flow/run.sh <==
#!/bin/bash
# OpenROAD 26Q1-2900-gdf79404cd8, Yosys 0.63+post, stock flow scripts
make -C /OpenROAD-flow-scripts/flow DESIGN_CONFIG=/design/flow/config.mk WORK_HOME=/design/flow/orfs finish
==> flow/config.mk <==
export PLATFORM = sky130hd
export DESIGN_NAME = BCD_DISPLAY
export DESIGN_NICKNAME = BCD_DISPLAY
export VERILOG_FILES = /design/flow/design.v
export SDC_FILE = /design/flow/constraint.sdc
export NUM_CORES = 4
export LEC_CHECK = 1
export CORE_AREA = 10 10 70 70
export DIE_AREA = 0 0 80 80
==> flow/constraint.sdc <==
current_design BCD_DISPLAY

set clk_period 1.3
set clk_io_pct 0.2

create_clock -name clk0 -period $clk_period

set non_clock_inputs [all_inputs -no_clocks]
set_input_delay [expr $clk_period * $clk_io_pct] -clock clk0 $non_clock_inputs
set_output_delay [expr $clk_period * $clk_io_pct] -clock clk0 [all_outputs]
==> Changelog: implementation <==
### Changed

- Result of the run: complete, no violations
- Number of nets with antenna violations after detailed routing: 0
- Count of vias placed by the detailed router: 319
- Post-Syn Area per Cell: 6.918 um2
- Remaining Overflow, GRT: 0
- Netlist area before placement: 235.2 um2
- Antenna Cells: 0
- Highest attainable clock frequency: 780.0 MHz
- Die height: 80 um
- Drt drc: 0
- Final-report max-slew violation count: 0
- Setup TNS after final layout: 0 ns
- Routability-driven placement congestion ratio: 0.7252
- Transition at the pin with the smallest max-transition slack: 0.2001 ns
- Unrepaired setup endpoints after global routing: yes
- Post-detailed-route via-to-cell ratio: 3.190
- Number of global-route vias before repair: 315
- Number of distinct library cells after synthesis: 13
- Number of rows created at floorplan: 21
- Sort of element at the end of the critical path: primary output
- Top cells excl fill/tap: sky130_fd_sc_hd__buf_4 (7), sky130_fd_sc_hd__buf_2 (5), sky130_fd_sc_hd__buf_6 (5)
- Final period util: 98.62%
- Largest net degree at the start of global routing: 11
- Wire length per cell after detailed routing: 9.080 um
- Final hold violation count: 0
- Chip area: 6400 um2
- Fill cell count: 378
- Commonest non-fill, non-tap cell in the layout: sky130_fd_sc_hd__buf_4
- Number of ports placed on the die boundary: 11
- Relative contribution of the clock network to total power: 0%
- Total cells reported by yosys after synthesis: 34
- Share of total power in combinational logic: 100.0%
- Worst IR drop on VDD: 0.04799 mV
- Layout overhead on the synthesized area: 148.9%
- OpenROAD warnings: 38
- Design internal power: 0.00009983 W
- Width of the die: 80 um
- Worst Path Class, Setup: input pin to primary output
- Leakage power: 0.2267 nW
- FP Util: 6.886%
- Reported max-cap violation count: 0
- Count of clock buffers in the final design: 0
- Sw power: 0.00007758 W
- Antenna violations before repair: 0
- Gate count after technology mapping: 34
- Worst min-delay path class: input pin to primary output
- Inst Count DP: 98
- Yosys Chip Area: 235.2 um2
- Final critical-path required period: 1.282 ns
- Count of synthesis-stage warnings from yosys: 1
- First-pass GRT wire length: 1.504 mm
- Remaining max-slew budget at the tightest pin: 86.52%
- Endpoint required time on the critical path: 1.04 ns
- IO buf count: 11
- Final HPWL DP: 578.8 um
- Floorplan core area: 3416 um2
- Final wirelength: 908 um
- Part of the total power dissipated in sequential elements: 0%
- Global router's overall resource usage: 2.678%
- Number of optimization iterations in the first detailed-route pass: 2
- Switching power as a share of total power: 43.73%
- Initial DRC Count: 10
- Data arrival at the endpoint of the critical path: 1.02 ns
- CP startpoint kind: input pin
- Final standard cell area without fillers: 585.6 um2
- Number of standard cells in the final layout excluding fillers: 100
- Portion of the post-synthesis area used by sequential elements: 0%
- Total of hold buffers inserted after clock tree synthesis: 0
- Fraction of final layout cells sized beyond drive strength 1: 75.93%
- Number of flip-flops and latches: 0
- Area occupied by multi-input gates: 314.1 um2
- Setup violation total in the final timing report: 0
- Placement Cell Area: 454.2 um2
- Sequential cell area in the final layout: 0 um2
- PwrDens: 303.0 nW/um2
- Maximum fanout count along the critical path: 4
[path summary, 6_finish.rpt]
path                         end  slack (ns)  depth (start not counted)   start
worst max-delay path  display[0]        0.02                          6  bcd[1]
worst min-delay path  display[2]        0.92                          4  bcd[1]
[what timing repair did]
item / CTS / global route
endpoints found under the setup margin: 7 / 7
resized: 67 / 14
pin swaps: 11 / 6
buffers inserted: 2 / 0
[Yosys cell counts (all sizes together)]
cell	count	area [um2]
buf	2	16.26
nor2	4	15.01
ha	5	62.56
o31ai	1	21.27
nor3b	1	12.51
nand2	2	7.510
nand2b	4	25.02
inv	3	11.26
o21ai	9	48.80
a21oi	3	15.01
[cells by family (layout without fill, tap and decap cells)]
logic type | count (synthesis) | in the layout | synth area share [%]
and+or+nand+nor | 11 | 11 | 25.53
AOI/OAI and AO/OA | 13 | 13 | 36.17
adders and majority gates | 5 | 5 | 26.60
buffers and inverters | 5 | 25 | 11.70
[metal layers]
metal	vias up	track usage [%]	wire, um
met5	-	0	0
met4	0	0	0
met3	0	0.5682	89
met2	9	4.655	430
met1	150	3.494	388
li1	160	-	-
[stage by stage]
step                setup WS, ns  hold slack (ns)  utilization (%)  total power (W)
floorplan                 0.2369           0.5944                -       0.00005117
finish                   0.01789           0.9244            17.14        0.0001774
CTS                     -0.01443           0.9329            15.86        0.0001551
global placement         -0.7903            1.610            13.30        0.0001307
global route            -0.02655           0.9677            17.14        0.0001958
detailed placement       -0.8321            1.616            13.30        0.0001318
[worst max-delay path, stage by stage]
cell,delay (ns)
sky130_fd_sc_hd__buf_12,0.11
sky130_fd_sc_hd__buf_4,0.13
sky130_fd_sc_hd__ha_4,0.17
sky130_fd_sc_hd__o31ai_4,0.17
sky130_fd_sc_hd__o21ai_2,0.07
sky130_fd_sc_hd__buf_2,0.11
[power groups by stage]
| stage | Combinational [W] | Sequential (W) | Clock, W |
|---|---|---|---|
| 5_1_grt | 0.000196 | 0 | 0 |
| 6_report | 0.000177 | 0 | 0 |
| 4_1_cts | 0.000155 | 0 | 0 |
[final cells by class]
| class | instances | area share, % |
|---|---|---|
| Inverter | 3 | 3.632 |
| Multi-Input combinational cell | 29 | 53.63 |
| Tap cell | 46 | 9.829 |
| Timing Repair Buffer | 22 | 32.91 |
Power and IR drop assume default switching activity.
